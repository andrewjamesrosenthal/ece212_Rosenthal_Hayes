`flow/design.v`:
```
package mips_decls_p;
    typedef enum logic [5:0] {
    OP_RTYPE   = 6'd0,
    OP_BLTGEZ  = 6'd1,
    OP_J       = 6'd2,
    OP_JAL     = 6'd3,
    OP_BEQ     = 6'd4,
    OP_BNE     = 6'd5,
    OP_ADDI    = 6'd8,
    OP_ORI     = 6'd13,
    OP_LW      = 6'd35,
    OP_SW      = 6'd43
    } opcode_t;
    typedef enum logic [5:0] {
    F_ADD = 6'd32,
    F_SUB = 6'd34,
    F_AND = 6'd36,
    F_OR  = 6'd37,
    F_XOR = 6'd38,
    F_NOR = 6'd39,
    F_SLT = 6'd42
    } funct_t;
endpackage
module adder(
    input  logic [31:0] a, b,
    output logic [31:0] y
    );
    assign y = a + b;
endmodule
module alu(
    input logic signed [31:0] a, b,
    input logic [2:0] f,
    output logic signed [31:0] y,
    output logic zero
    );
    always_comb
    begin
        case (f)
            3'b000 : y = a & b;
            3'b001 : y = a | b;
            3'b010 : y = a + b;
            3'b100 : y = a & ~b;
            3'b101 : y = a | ~b;
            3'b110 : y = a - b;  
            3'b111 : if (a < b) y = 32'd1;
            else y = 32'd0;  
            default : y = 'x;
        endcase
        if (y == 32'd0) zero = 1;
        else zero = 0;
    end
endmodule
module datapath(
    input  logic        clk, reset,
    input logic         memtoreg, pcsrc, alusrc, 
    input logic         regdst, regwrite, jump,
    input logic [2:0]   alucontrol,
    output logic        zero, pcsrc1, regwrite1,
    output logic [31:0] pc,
    input logic [31:0]  instr,
    output logic [31:0] aluout,
    output logic [31:0] writedata, srca1, srcb1, result1,
    input logic [31:0]  readdata
    );
    assign pcsrc1 = pcsrc;
    logic [4:0]                      rs;
    logic [4:0]                      rt;
    logic [4:0]                      rd;
    logic [15:0]                     immed;   
    logic [25:0]                     jpadr;   
    assign rs = instr[25:21];
    assign rt = instr[20:16];
    assign rd = instr[15:11];
    assign immed = instr[15:0];
    assign jpadr = instr[25:0];
    logic [4:0]                      writereg;
    logic [31:0]                     pcnext, pcnextbr, pcplus4, pcbranch;
    logic [31:0]                     signimm, signimmsh;
    logic [31:0]                     srca, srcb;
    logic [31:0]                     result;
    logic [31:0]                     pcjump;
    assign result1 = result;  
    assign pcjump = { pcplus4[31:28], jpadr, 2'b00 };   
    flopr #(32) U_PCREG(.clk(clk), .reset(reset), .d(pcnext), .q(pc));
    adder       U_PCADD1(.a(pc), .b(32'h4), .y(pcplus4));
    sl2         U_IMMSH(.a(signimm), .y(signimmsh));
    adder       U_PCADD2(.a(pcplus4), .b(signimmsh), .y(pcbranch));
    mux2 #(32)  U_PCBRMUX(.d0(pcplus4), .d1(pcbranch), .s(pcsrc),.y(pcnextbr));
    mux2 #(32)  U_PCMUX(.d0(pcnextbr), .d1(pcjump), .s(jump), .y(pcnext));
    mux2 #(5)   U_WRMUX(.d0(rt), .d1(rd), .s(regdst), .y(writereg));
    mux2 #(32)  U_RESMUX(.d0(aluout), .d1(readdata),.s(memtoreg), .y(result));
    regfile     U_RF(.clk(clk), .we3(regwrite), .ra1(rs), .ra2(rt),
                     .wa3(writereg), .wd3(result), .rd1(srca), .rd2(writedata));
    signext     U_SE(.a(immed), .y(signimm));
    mux2 #(32)  U_SRCBMUX(.d0(writedata), .d1(signimm), .s(alusrc), .y(srcb));
    alu         U_ALU(.a(srca), .b(srcb), .f(alucontrol),
                      .y(aluout), .zero(zero));
    assign srca1 = srca; 
    assign srcb1 = srcb;  
    assign regwrite1 =regwrite;        
endmodule
module flopr #(parameter WIDTH = 8) (
    input  logic             clk, reset,
    input  logic [WIDTH-1:0] d,
    output logic [WIDTH-1:0] q
    );
    always_ff @(posedge clk)
    if (reset) q <= 0;
    else       q <= d;
endmodule
module mux2 #(parameter WIDTH = 8) (
    input  logic [WIDTH-1:0] d0, d1,
    input  logic             s,
    output logic [WIDTH-1:0] y
    );
    assign y = s ? d1 : d0;
endmodule
module regfile(
    input  logic        clk,
    input  logic        we3,
    input  logic [4:0]  ra1, ra2, wa3,
    input  logic [31:0] wd3,
    output logic [31:0] rd1, rd2
    );
    logic [31:0] rf[31:0];
    always_ff @(posedge clk) begin
        if (we3) rf[wa3] <= wd3;
    end
    assign rd1 = (ra1 != 0) ? rf[ra1] : 0;
    assign rd2 = (ra2 != 0) ? rf[ra2] : 0;
endmodule
module signext(
    input  logic [15:0] a,
    output logic [31:0] y
    );
    assign y = {{16{a[15]}}, a};
endmodule
module sl2(
    input  logic [31:0] a,
    output logic [31:0] y
    );
    assign y = {a[29:0], 2'b00};
endmodule
```
`flow/run.sh`:
```
#!/bin/bash
# OpenROAD 26Q1-2900-gdf79404cd8, Yosys 0.63+post, stock flow scripts
make -C /OpenROAD-flow-scripts/flow DESIGN_CONFIG=/design/flow/config.mk WORK_HOME=/design/flow/orfs finish
```
`flow/config.mk`:
```
export PLATFORM = sky130hd
export DESIGN_NAME = datapath
export DESIGN_NICKNAME = datapath
export VERILOG_FILES = /design/flow/design.v
export SDC_FILE = /design/flow/constraint.sdc
export NUM_CORES = 4
export LEC_CHECK = 1
export CORE_UTILIZATION = 40
export SYNTH_HDL_FRONTEND = slang
```
`flow/constraint.sdc`:
```
current_design datapath

set clk_period 34.9
set clk_io_pct 0.2

create_clock -name clk0 -period $clk_period [get_ports {clk}]

set non_clock_inputs [all_inputs -no_clocks]
set_input_delay [expr $clk_period * $clk_io_pct] -clock clk0 $non_clock_inputs
set_output_delay [expr $clk_period * $clk_io_pct] -clock clk0 [all_outputs]
```
==> summary.txt <==
run metrics: initial antenna violation count=7, CP Capture Type=output pin, antenna viol nets, final=0, WS Path Type=input pin to output pin, number of DRC markers in iteration 0=2609, Placer Congestion=0.963, cts repair resizes=0, Pre-antenna DRT Iters=7, register share after synthesis=0.553, post-CTS setup buffers=0, HPWL Detailed=about 140000 um, first-pass GRT wire length=295000 um, Critical Path RT=27.92 ns, total die size=0.143 mm2, clk latency of the worst-skew pair=0.75 ns, Worst EP arrival=16.03 ns, CTS Sinks=1054, Flops after synth=~1100, Die Y=378 um, Avg WL per Cell=approximately 35 um, core box area=0.140 mm2, Port Buffers=261, Reg clk slew, reported paths=0.06 ns, top_reg_cell synth=edfxtp_1, Slew HR=0.236, clk_skew=0.0341 ns, vias in the first global route=around 40000, synthesis warning total=0, final core occ=0.465, period utilization=0.659, CP max-delay cell=mux2_2, Fillers=around 12000, CP startpoint kind=input pin, cell mode on critical path=buf_4, routed vias/inst=6.37, layout cells sized above 1=0.228, worst vdd ir=0.0000413 V, CTS HTree Levels=3, Leak=21.5 nW, Remaining DRCs=0, worst-margin pin slew=1.11 ns, run status=finished clean, ys cells=3751, largest net degree at the start of global routing=roughly 77, unrepaired setup endpoints after global routing=false, area growth from synthesis to layout=14.8%, Hold Crit Class=flip-flop to flip-flop, max cap viols=0, total negative slack=0 ns, number of I/O pins=~270, Initial Util=0.405, clk buf depth=3, Tmin final=23.01 ns, Synth cell types=95, # setup viols final=0, Max Slew Vio Count=0, Rows=137, Routed WL=roughly 210000 um, OpenROAD warnings=approximately 63, fmax=between 40 and 50 MHz, final hold vios=0, power per cell area=49.6 mW/mm2, Syn Std Cell Area=approximately 0.057 mm2, worst path cell trace=buf_8, buf_4, buf_4, buf_4, mux4_2, mux4_2, a22oi_1, inv_1, ha_1, or4_1, or3_1, o2111ai_1, nand3_1, a22oi_1, o21ai_0, xnor2_1, o21ai_0, mux2_2, clkdlybuf4s50_1, total CTS buffers=109, root cell of the clock tree=clkbuf_16, Remaining Overflow, GRT=0, Pwr Total=about 3.2 mW, die width=378 um, Post-synth EDFFs=1024, Worst path max stage delay=about 0.74 ns, cts hold-fix bufs=0, CTS tree=built, DR vias=38100, Avg Synthesized Cell Area=15.1 um2, Cells after Synth=3751, total global routing track utilization=0.321, YS chip area=about 0.057 mm2, ys async rst share=0, Crit Path Max Fanout=41
==> stage by stage <==
stage                     cells  hold slack [ns]  setup WS [ns]  instance area [um2]
final                      5978            0.673          11.89                65100
after global routing       5976            0.737          11.39                65100
after CTS                  5976            0.672          11.92                65100
after detailed placement   5781            0.660          11.93                61700
after global placement     5781            0.652          11.90                61700
after floorplan            3752            0.577          15.17                56700
==> registers in the layout, summed over array words and instances, names as in the netlist <==
signal and flops:
U_PCREG.q 30, U_RF.rf 1024
==> worst paths after layout <==
path,start,to,slack [ns],cells past startpoint
setup / recovery,instr[21],result1[30],11.89,19
hold / removal,U_PCREG.q[13]$_SDFF_PP0_,U_PCREG.q[13]$_SDFF_PP0_,0.67,3
setup reg to reg,U_RF.rf[15][9]$_DFFE_PP_,U_RF.rf[24][30]$_DFFE_PP_,28.03,18
hold reg to reg,U_PCREG.q[13]$_SDFF_PP0_,U_PCREG.q[13]$_SDFF_PP0_,0.67,3
==> metal layers <==
layer | vias up | track usage | wire (um)
li1 | 15900 | - | -
met1 | 19000 | 0.350 | 64200
met2 | 2685 | 0.466 | 96300
met3 | 471 | 0.255 | 39100
met4 | 24 | 0.122 | 10500
met5 | - | 0.0216 | 472
==> report_power, final <==
group,internal [mW],switching [mW]
Sequential,1.45,0.00805
Combinational,0.242,0.393
Clock,0.635,0.500
Total,2.33,0.901
==> Yosys cell counts (all sizes together) (16+ instances only) <==
master | n | area [um2]
xor2 | 25 | 219
o22ai | 40 | 250
mux2i | 167 | 1670
a31oi | 29 | 181
clkbuf | 119 | 447
a211oi | 56 | 420
xnor2 | 79 | 692
a21oi | 160 | 801
a221oi | 26 | 228
dfxtp | 30 | 601
edfxtp | 1024 | 30700
and2 | 18 | 113
a32oi | 18 | 188
nor2b | 30 | 188
nand2b | 22 | 138
nor2 | 197 | 739
o21ai | 118 | 591
maj3 | 17 | 173
nand2 | 167 | 627
ha | 93 | 1160
and3 | 26 | 163
o221ai | 34 | 298
nor3 | 64 | 320
mux2 | 71 | 800
mux4 | 458 | 10300
a211o | 17 | 149
o211ai | 23 | 173
nor4 | 18 | 125
nand3 | 70 | 350
a22oi | 28 | 210
a21o | 21 | 158
inv | 93 | 349
buf | 152 | 1030
or3 | 16 | 100
==> area by class of cell <==
type | instances | area [um2] | area share
sequential | 1054 | 31400 | 0.482
multi-input combinational | 2330 | 23800 | 0.365
timing repair buffer | 424 | 3850 | 0.0592
clock buffer | 135 | 2850 | 0.0438
tap | 1876 | 2350 | 0.0361
clock inverter | 60 | 537 | 0.00825
inverter | 97 | 365 | 0.00562
antenna | 2 | 5.00 | 0.0000769
==> worst max-delay path, delay by kind of cell <==
kind            cells  cell delay [ns]
buf+inv             6             3.04
compound gates      5             2.09
fa+ha+maj           1             0.51
mux                 3             1.82
xor+xnor            1             0.16
simple gates        3             1.28
==> cell usage in the layout, fill, tap and decap left out, types with 110 or more instances in the layout <==
cell             count
clkdlybuf4s50_1    247
nand2_1            167
clkbuf_16          110
buf_4              163
nor2_1             162
mux4_2             451
a21oi_1            160
mux2i_1            167
edfxtp_1          1024
o21ai_0            115
==> logic make-up (layout without fill, tap and decap cells) <==
family,Yosys count,in the layout,synth area share
AND-OR/OR-AND,713,713,0.0868
XOR/XNOR,104,104,0.0161
adder cells (fa/ha/maj),113,113,0.0246
buffers and inverters,368,716,0.0325
flip-flops,1054,1054,0.553
multiplexers,696,696,0.226
other,1,4,0.0000662
AND/OR/NAND/NOR,702,702,0.0605
Power and IR drop assume default switching activity.
