`run.sh`:
```
#!/bin/bash
# OpenROAD 26Q1-2900-gdf79404cd8, Yosys 0.63+post, stock flow scripts
make -C /OpenROAD-flow-scripts/flow DESIGN_CONFIG=/design/flow/config.mk WORK_HOME=/design/flow/orfs finish
```
`config.mk`:
```
export PLATFORM = sky130hd
export DESIGN_NAME = datapath_f
export DESIGN_NICKNAME = datapath_f
export VERILOG_FILES = /design/flow/design.v
export SDC_FILE = /design/flow/constraint.sdc
export NUM_CORES = 4
export LEC_CHECK = 1
export CORE_UTILIZATION = 40
export SYNTH_HDL_FRONTEND = slang
```
`constraint.sdc`:
```
current_design datapath_f

set clk_period 22.1
set clk_io_pct 0.2

create_clock -name clk0 -period $clk_period [get_ports {clk}]

set non_clock_inputs [all_inputs -no_clocks]
set_input_delay [expr $clk_period * $clk_io_pct] -clock clk0 $non_clock_inputs
set_output_delay [expr $clk_period * $clk_io_pct] -clock clk0 [all_outputs]
```
`design.v`:
```
package mips_decls_p;
    typedef enum logic [5:0] {
    OP_RTYPE   = 6'd0,
    OP_BLTGEZ  = 6'd1,
    OP_J       = 6'd2,
    OP_JAL     = 6'd3,
    OP_BEQ     = 6'd4,
    OP_BNE     = 6'd5,
    OP_ADDI    = 6'd8,
    OP_ORI     = 6'd13,
    OP_LW      = 6'd35,
    OP_SW      = 6'd43
    } opcode_t;
    typedef enum logic [5:0] {
    F_ADD = 6'd32,
    F_SUB = 6'd34,
    F_AND = 6'd36,
    F_OR  = 6'd37,
    F_XOR = 6'd38,
    F_NOR = 6'd39,
    F_SLT = 6'd42
    } funct_t;
endpackage
module adder(
    input  logic [31:0] a, b,
    output logic [31:0] y
    );
    assign y = a + b;
endmodule
module alu(
    input logic signed [31:0] a, b,
    input logic [2:0] f,
    output logic signed [31:0] y,
    output logic zero
    );
    always_comb
    begin
        case (f)
            3'b000 : y = a & b;
            3'b001 : y = a | b;
            3'b010 : y = a + b;
            3'b100 : y = a & ~b;
            3'b101 : y = a | ~b;
            3'b110 : y = a - b;  
            3'b111 : if (a < b) y = 32'd1;
            else y = 32'd0;  
            default : y = 'x;
        endcase
        if (y == 32'd0) zero = 1;
        else zero = 0;
    end
endmodule
module mux2 #(parameter WIDTH = 8) (
    input  logic [WIDTH-1:0] d0, d1,
    input  logic             s,
    output logic [WIDTH-1:0] y
    );
    assign y = s ? d1 : d0;
endmodule
module regfile(
    input  logic        clk,
    input  logic        we3,
    input  logic [4:0]  ra1, ra2, wa3,
    input  logic [31:0] wd3,
    output logic [31:0] rd1, rd2
    );
    logic [31:0] rf[31:0];
    always_ff @(posedge clk) begin
        if (we3) rf[wa3] <= wd3;
    end
    assign rd1 = (ra1 != 0) ? rf[ra1] : 0;
    assign rd2 = (ra2 != 0) ? rf[ra2] : 0;
endmodule
module signext(
    input  logic [15:0] a,
    output logic [31:0] y
    );
    assign y = {{16{a[15]}}, a};
endmodule
module sl2(
    input  logic [31:0] a,
    output logic [31:0] y
    );
    assign y = {a[29:0], 2'b00};
endmodule
module pr_d_e(input logic clk, reset, flush_e,
  input logic regwrite_d, memtoreg_d, memwrite_d,
  input logic [2:0] alucontrol_d,
  input logic alusrc_d, regdst_d,
  input logic [31:0] rd1_d, rd2_d,
  input logic [4:0] rs_d, rt_d, rd_d,
  input logic [31:0] signimm_d,
  output logic regwrite_e, memtoreg_e, memwrite_e,
  output logic [2:0] alucontrol_e,
  output logic alusrc_e, regdst_e,
  output logic [31:0] rd1_e, rd2_e,
  output logic [4:0] rs_e, rt_e, rd_e,
  output logic [31:0] signimm_e
  );
  always_ff @ (posedge clk)
  if (reset || flush_e) begin
    regwrite_e <= 0;
    memtoreg_e <= 0;
    memwrite_e <= 0;
    alucontrol_e <= '0;
    alusrc_e <= 0;
    regdst_e <= 0;
    rd1_e <= 0;
    rd2_e <= 0;
    rs_e = '0;
    rt_e <= '0;
    rd_e <= '0;
    signimm_e <= '0;
  end
  else begin
    regwrite_e <= regwrite_d;
    memtoreg_e <= memtoreg_d;
    memwrite_e <= memwrite_d;
    alucontrol_e <= alucontrol_d;
    alusrc_e <= alusrc_d;
    regdst_e <= regdst_d;
    rd1_e <= rd1_d;
    rd2_e <= rd2_d;
    rs_e = rs_d;
    rt_e <= rt_d;
    rd_e <= rd_d;
    signimm_e <= signimm_d;
  end
endmodule: pr_d_e
module pr_e_m(
  input logic clk, reset,
  input logic regwrite_e, memtoreg_e, memwrite_e,
  input logic [31:0] aluout_e,
  input logic [31:0] writedata_e,
  input logic [4:0] writereg_e,
  output logic regwrite_m, memtoreg_m, memwrite_m,
  output logic [31:0] aluout_m,
  output logic [31:0] writedata_m,
  output logic [4:0] writereg_m
  );
  always_ff @ (posedge clk)
  if (reset) begin
    regwrite_m <= '0;
    memtoreg_m <= '0;
    memwrite_m <= '0;
    aluout_m <= '0;
    writedata_m <= '0;
    writereg_m <= '0;
  end
  else begin
    regwrite_m <= regwrite_e;
    memtoreg_m <= memtoreg_e;
    memwrite_m <= memwrite_e;
    aluout_m <= aluout_e;
    writedata_m <= writedata_e;
    writereg_m <= writereg_e;
  end
endmodule: pr_e_m
module pr_f_d(input logic clk, reset, stall_d,
  input logic [31:0] instr_f, pcplus4_f,
  output logic [31:0] instr_d, pcplus4_d);
  always_ff @ (posedge clk)
  if (reset) begin
    instr_d <= '0;
    pcplus4_d <= '0;
  end
  else if (!stall_d) begin
    instr_d <= instr_f;
    pcplus4_d <= pcplus4_f;
  end
endmodule: pr_f_d
module pr_m_w(input logic clk, reset,
  input logic regwrite_m, memtoreg_m,
  input logic [31:0] aluout_m, readdata_m,
  input logic [4:0] writereg_m,
  output logic regwrite_w, memtoreg_w,
  output logic [31:0] aluout_w, readdata_w,
  output logic [4:0] writereg_w
  );
  always_ff @ (posedge clk)
  if (reset) begin
    regwrite_w <= 0;
    memtoreg_w <= 0;
    aluout_w <= '0;
    readdata_w <= '0;
    writereg_w <= '0;
  end
  else begin
    regwrite_w <= regwrite_m;
    memtoreg_w <= memtoreg_m;
    aluout_w <= aluout_m;
    readdata_w <= readdata_m;
    writereg_w <= writereg_m;
  end
endmodule: pr_m_w
module pr_pc(
  input logic clk, reset, stall_f,
  input logic [31:0] pcnext_f,
  output logic [31:0] pc_f
  );
  always_ff @(posedge clk)
    if (reset) pc_f <= '0;
    else if (!stall_f) pc_f <= pcnext_f;
endmodule: pr_pc    
module datapath_f(input  logic        clk, reset,
  input logic         memtoreg_d, memwrite_d, pcsrc_d, alusrc_d,
  input logic         regdst_d, regwrite_d, jump_d,
  input logic [2:0]   alucontrol_d,
  output logic        zero_d,
  output logic [31:0] pc_f,
  input logic [31:0]  instr_f,
  output logic [31:0] instr_d,
  output logic memwrite_m,
  output logic [31:0] aluout_m,
  output logic [31:0] writedata_m,
  input logic [31:0]  readdata_m);
  logic [31:0]                     pcplus4_f, pcnextbr_f, pcnext_f;
  logic [4:0]                      rs_d;
  logic [4:0]                      rt_d;
  logic [4:0]                      rd_d;
  logic [15:0]                     immed_d;   
  logic [25:0]                     jpadr_d;   
  logic [31:0]                     pcnextbr_d, pcplus4_d, pcbranch_d;
  logic [31:0]                     rd1_d, rd2_d;
  logic [31:0]                     signimm_d, signimmsh_d;
  logic [31:0]                     pcjump_d;
  logic         memtoreg_e, memwrite_e, alusrc_e;
  logic         regdst_e, regwrite_e;
  logic [2:0]   alucontrol_e;
  logic [4:0]                      rs_e;
  logic [4:0]                      rt_e;
  logic [4:0]                      rd_e;
  logic [4:0]                      writereg_e;
  logic [31:0]                     srca_e, srcb_e;
  logic [31:0]                     rd1_e, rd2_e;
  logic [31:0]                     signimm_e;
  logic [31:0]                     aluout_e;
  logic [31:0]                     writedata_e;
  logic                            zero_e;  
  logic                            memtoreg_m, regwrite_m;
  logic [4:0]                      writereg_m;   
  logic                            regwrite_w, memtoreg_w;
  logic [4:0]                      writereg_w;
  logic [31:0]                     readdata_w, aluout_w, result_w;
  pr_pc U_PC_F(.clk, .reset, .stall_f(1'b0), .pcnext_f, .pc_f);
  adder U_PCADD_F(.a(pc_f), .b(32'h4), .y(pcplus4_f));
  mux2 #(32) U_PCBRMUX_F(.d0(pcplus4_f), .d1(pcbranch_d), .s(pcsrc_d), .y(pcnextbr_f));
  mux2 #(32)  U_PCJMUX_F(.d0(pcnextbr_f), .d1(pcjump_d), .s(jump_d), .y(pcnext_f));
  pr_f_d U_PR_F_D(.clk, .reset, .stall_d(1'b0),
                  .instr_f, .pcplus4_f,
                  .instr_d, .pcplus4_d);
  assign rs_d = instr_d[25:21];
  assign rt_d = instr_d[20:16];
  assign rd_d = instr_d[15:11];
  assign immed_d = instr_d[15:0];
  assign jpadr_d = instr_d[25:0];
  assign pcjump_d = { pcplus4_d[31:28], jpadr_d, 2'b00 };   
  regfile     U_RF_D(.clk(clk), .we3(regwrite_w), .ra1(rs_d), .ra2(rt_d),
                     .wa3(writereg_w), .wd3(result_w),
                     .rd1(rd1_d), .rd2(rd2_d));
  assign zero_d = (rd1_d == rd2_d);
  signext     U_SE_D(.a(immed_d), .y(signimm_d));
  sl2         U_IMMSH_D(.a(signimm_d), .y(signimmsh_d));
  adder       U_PCADD_D(.a(pcplus4_d), .b(signimmsh_d), .y(pcbranch_d));
  pr_d_e U_PR_D_E(.clk, .reset, .flush_e(1'b0),
                  .regwrite_d, .memtoreg_d, .memwrite_d, .alucontrol_d,
                  .alusrc_d, .regdst_d, .rd1_d, .rd2_d,
                  .rs_d, .rt_d, .rd_d, .signimm_d,
                  .regwrite_e, .memtoreg_e, .memwrite_e, .alucontrol_e,
                  .alusrc_e, .regdst_e, .rd1_e, .rd2_e,
                  .rs_e, .rt_e, .rd_e, .signimm_e);
  assign srca_e = rd1_e;   
  assign writedata_e = rd2_e;  
  mux2 #(32)  U_SRCBMUX(.d0(writedata_e), .d1(signimm_e), .s(alusrc_e), .y(srcb_e));
  alu U_ALU(.a(srca_e), .b(srcb_e), .f(alucontrol_e),
                  .y(aluout_e), .zero(zero_e));
  mux2 #(5)   U_WRMUX(.d0(rt_e), .d1(rd_e), .s(regdst_e), .y(writereg_e));
  pr_e_m U_PR_E_M(.clk, .reset,
         .regwrite_e, .memtoreg_e, .memwrite_e,
         .aluout_e, .writedata_e, .writereg_e,
         .regwrite_m, .memtoreg_m, .memwrite_m,
         .aluout_m, .writedata_m, .writereg_m);
  pr_m_w U_PR_M_W(.clk, .reset,
        .regwrite_m, .memtoreg_m, .aluout_m, .readdata_m, .writereg_m,
        .regwrite_w, .memtoreg_w, .aluout_w, .readdata_w, .writereg_w);
    mux2 #(32)  U_RESMUX(.d0(aluout_w), .d1(readdata_w),.s(memtoreg_w), .y(result_w));
endmodule
```
==> flow_summary.toml <==
# yosys + openroad results
[drt]
vias = 37489
dr.pass1.iters = 5
drt-vias-per-instance = 5.99
dr.first_iter.drc_count = 2742
routed_wl_um = 196000
drc = 0
wl_per_cell_um = 31.2
final_antenna_net_count = 0

[power_and_ir_drop]
pwr-share-clk = 0.417
power_density_mw_per_mm2 = 81.0
intPower_mw = 4.47
p_comb_frac = 0.107
ir_drop_uv = 81.0
leakagePower_nw = 23.8
p_sw_mw = 1.44
swShare = 0.243
seqPwrFrac = 0.477

[critical_path]
worst_path_largest_cell_delay_ns = 0.81
cp_num_buf_inv = 6
crit_required_ns = 17.68
critPathKind = "register to output pin"
crit_top_cell = "buf_4"
path_cells = "buf_4, buf_4, buf_4, mux4_2, mux4_2, a22oi_1, xor2_1, nor4_1, buf_4, nand4_1, nor4_1, buf_4, clkdlybuf4s50_1"
reg2reg_depth = 12
worstSetupStartpointType = "register"
arrival_ns = 7.25
critPathMaxFanout = 34
crit_path_top_delay_cell = "nor4_1"
cp-end-kind = "output pin"
worstSetupStartpoint = "U_PR_F_D.instr_d[21]"
r2r-end = "U_PR_E_M.aluout_m[31]"
reg2reg_slack_ns = 17.30
r2r_start = "U_PR_D_E.alusrc_e"
cp_top_family = "buffers and inverters"

[layout]
area_growth_pct = 14.6
final_cells = 6258
lay_top_cells = "edfxtp_1, mux4_2, dfxtp_1"
drive_gt1_frac = 0.256
lay_top_count = "edfxtp_1"
final_area_sq_mm = 0.0730
final_core_util = 0.461

[min_path]
min_from = "U_PR_D_E.memwrite_e"
hold_class = "register to register"
hold_end = "U_PR_E_M.memwrite_m"
hold_depth = 1

[grt]
grt_pass1_vias = 40217
antenna_found_initial = 7
grt_usage = 0.266
grt_max_degree = 97
grt-ovfl-total = 0
grt_pass1_wl_um = 282000

[clocking]
worstSkewPairLatency_ns = 0.80
root_buffer = "clkbuf_16"
cts_tree = "yes"
cts_resized = 0
postCtsHoldBufs = 0
cts_made_buffers = 149
clock_sinks = 1356
cts_setup_buffers = 0
clkTransAtPathRegs_ns = 0.06
clockBufferDepth = 3
cts_htree_levels = 4

[timing]
finalSetupTns_ns = 0
clock.fmax_mhz = 85.7
finalClockPeriodUsage = 0.528
setup_viol = 0
finClkSkew_ns = 0.0309
report.final.slew_viol_count = 0
hold_viol_final = 0
min_period_ns = 11.67
rsz0062_at_grt = "no"
relSlewSlack = 0.213
worst_pin_slew_ns = 1.18

[floorplan]
initCoreUtil = 0.402
boundaryPins = 206
dieWidth_um = 401
die_area_sq_mm = 0.161
die_y_um = 401
fp-row-count = 146
fp.coreArea_sq_mm = 0.158

[flow_run]
warning_count = 60
maxCapViolCount = 0

[logic_synthesis]
netlist_area_sq_mm = 0.0637
syn_area_per_cell_sq_um = 16.5
synthesis.instances = 3852
synthesis.yosys.warnings = 0
area_leaders = "edfxtp_1, mux4_2, dfxtp_1"
async_reset_ff_frac = 0
yosysUniqueCellTypes = 81
ys_seq_frac = 0.587
synth_chip_area_sq_mm = 0.0637
yosys_cells = 3852
ys_ff = 1356
ff_type = "edfxtp_1"
synth-edff-count = 1024
top_area_cell = "edfxtp_1"
synth_top_area_share = 0.483

[placement]
dp_hpwl_um = 120000
io_buffers = 205
place_area_sq_mm = 0.0681
place_inst = 5981
gp_congestion = 0.939

[outcome]
status = "finished clean"
cell type report:
cell class                 instances  area [sq um]
antenna                            5          12.5
clock buffer                     197          4070
clock inverter                    75           766
fill                           13301         85200
inverter                         100           375
multi-input combinational       2135         24800
sequential                      1356         37400
tap                             2072          2590
timing repair buffer             318          2910
per-layer routing:
layer,global-route usage,part of all wire,vias up
met3,0.197,0.17,356
met5,0.0167,0.0011,-
met1,0.315,0.33,18706
li1,-,-,15985
met2,0.390,0.47,2432
met4,0.0708,0.034,10
metrics by stage:
| step | power, mW | setup slack (ns) | hold slack [ns] |
|---|---|---|---|
| global placement | 3.50 | 11.15 | 0.421 |
| finish | 5.91 | 10.43 | 0.436 |
| detailed placement | 3.49 | 11.16 | 0.422 |
| global route | 6.10 | 10.11 | 0.451 |
| CTS | 5.95 | 10.28 | 0.441 |
| floorplan | 3.27 | 15.07 | 0.405 |
sequential cells by signal, indices dropped and copies added, names as in the netlist, 3 cells and up, named ones only:
signal,count
U_PC_F.pc_f,30
U_PR_D_E.alucontrol_e,3
U_PR_D_E.rd1_e,32
U_PR_D_E.rd2_e,32
U_PR_D_E.rt_e,5
U_PR_D_E.signimm_e,16
U_PR_E_M.aluout_m,32
U_PR_E_M.writedata_m,32
U_PR_E_M.writereg_m,5
U_PR_F_D.instr_d,32
U_PR_F_D.pcplus4_d,32
U_PR_M_W.aluout_w,32
U_PR_M_W.readdata_w,32
U_PR_M_W.writereg_w,5
U_RF_D.rf,1024
worst max path at each step:
stage / endpoint / cells past startpoint
after CTS: zero_d / 13
after global routing: zero_d / 13
final: zero_d / 13
kinds of logic (layout without fill, tap and decap cells):
family | count (synthesis) | in the layout | synth area share
buf+inv | 361 | 690 | 0.0272
xor+xnor | 135 | 135 | 0.0186
simple gates | 684 | 684 | 0.0539
compound gates | 489 | 489 | 0.0523
fa+ha+maj | 124 | 124 | 0.0237
other cells | 0 | 5 | 0
flops | 1356 | 1356 | 0.587
mux | 703 | 703 | 0.237
cells in the mapped netlist, types with 13 or more instances:
master / instances
o211ai_1: 14
o21bai_1: 17
a211oi_1: 32
buf_2: 69
nand2_1: 74
nor2_1: 253
a32oi_1: 23
maj3_1: 25
a21o_1: 20
xnor2_1: 85
inv_1: 98
mux2i_1: 29
dfxtp_1: 332
nand2b_1: 13
nand3_1: 25
buf_6: 28
nor3_1: 44
buf_1: 27
or3_1: 14
o21ai_0: 80
clkbuf_1: 115
a31oi_1: 13
a22oi_1: 66
and3_1: 15
edfxtp_1: 1024
ha_1: 96
xor2_1: 50
a21oi_1: 112
nor4_1: 16
buf_4: 21
nor2b_1: 165
mux4_2: 640
mux2_2: 34
power by group through the flow:
stage / registers (mW) / logic, mW / clock network, mW
after CTS: 2.82 / 0.626 / 2.51
after global routing: 2.82 / 0.676 / 2.60
final: 2.82 / 0.630 / 2.46
No activity file was given, so power comes from the tool's default toggle rates.
